### design.v
module priority_encoder_9to4 (
    input wire in8,   
    input wire in7,   
	input wire in6,
	input wire in5,
	input wire in4,
	input wire in3,
	input wire in2,
	input wire in1,
	input wire in0,
    output reg [3:0] out   
);
always @(*) begin
    if (in8)
        out = 4'b1001;   
    else if (in7)
    	out = 4'b1000;
  	else if (in6)
  		out = 4'b0111;
  	else if (in5)
      	out = 4'b0110;
 	else if (in4)
    	out = 4'b0101;
  	else if (in3)
    	out = 4'b0100;
  	else if (in2)
    	out = 4'b0011;
  	else if (in1)
    	out = 4'b0010;
  	else if (in0)
    	out = 4'b0001;
    else
        out = 4'b0000;   
end
endmodule
### run.sh
#!/bin/bash
# OpenROAD 26Q1-2900-gdf79404cd8, Yosys 0.63+post, stock flow scripts
make -C /OpenROAD-flow-scripts/flow DESIGN_CONFIG=/design/flow/config.mk WORK_HOME=/design/flow/orfs finish
### config.mk
export PLATFORM = sky130hd
export DESIGN_NAME = priority_encoder_9to4
export DESIGN_NICKNAME = priority_encoder_9to4
export VERILOG_FILES = /design/flow/design.v
export SDC_FILE = /design/flow/constraint.sdc
export NUM_CORES = 4
export LEC_CHECK = 1
export CORE_AREA = 10 10 70 70
export DIE_AREA = 0 0 80 80
### constraint.sdc
current_design priority_encoder_9to4

set clk_period 1.0
set clk_io_pct 0.2

create_clock -name clk0 -period $clk_period

set non_clock_inputs [all_inputs -no_clocks]
set_input_delay [expr $clk_period * $clk_io_pct] -clock clk0 $non_clock_inputs
set_output_delay [expr $clk_period * $clk_io_pct] -clock clk0 [all_outputs]
==> results.txt <==
run results: CP startpoint kind primary input, routed wire length 514 um, Slew Limit Headroom 88.4%, post-route ant nets 0, FP Rows 21, dpl ws -0.762 ns, outcome complete, but fails checks, area grow syn2layout 311%, initial antenna violation count 0, Arr. time, crit path 0.85 ns, Slew @ Worst Pin 0.174 ns, Crit Path Class primary input to output port, Yosys Warn Count 1, Fillers 400, Avg Cell Area, Syn 6.36 um^2, Post-DP HPWL 379 um, Initial Util 2.23%, WP data required 0.80 ns, first-pass GRT wire length 731 um, PD cells 309 nW/um^2, Max FO, Critical Path 2, routability cong. 0.777, CP Cell Sequence buf_6 > or2_4 > buf_6 > a21oi_2 > buf_2, Tot Pwr 0.0000971 W, WL/cell 6.76 um, CORE AREA 3420 um^2, drc violations 0, first-pass iteration count of the detailed router 1, CP top delay family buffers and inverters, Critical Path Max Stage Delay 0.25 ns, final setup margin -0.0455 ns, Final setup viols 3, RSZ-0062 raised after global routing yes, Tool Warnings 34, initial drt markers 0, Hold-fix buffers, CTS 0, crit path time final 1.05 ns, GRT Total Usage 1.34%, CP bufs+invs 3, Flop Count 0, Slew Limit Fails 0, GRT Residual Overflow 0, Inst Count DP 72, Synth Cell Area 76.3 um^2, ys cells 12, Yosys cell types 9, Hold Crit Class primary input to output port, Max Freq 956 MHz, cells after synthesis 12, diodes inserted 0, P_leak 0.125 nW, Die ar. 6400 um^2, most frequent CP cell buf_6, TNS Setup -0.128 ns, Die X-Extent 80 um, clk_buf instances 0, Post-synth seq share 0%, CP Capture Type output port, crit share post-route 105%, Top Layout Cells buf_2, buf_6, a21oi_2, buf_4, port bufs 13, Yosys Chip Area 76.3 um^2, number of top-level pins 13, FF/Latch Area 0 um^2, vias 157, worst-case vdd ir drop 31.1 uV, Gate Area 101 um^2, max cap viols 0, Post-Layout Cell Count 76, Top cell excl fill/tap buf_2, vias in the first global route 154, share of layout cells above drive strength 1 83.3%, slowest library cell on the worst path or2_4, final hold vios 0, largest net degree at the start of global routing 4, Die H 80 um, Via density 2.07, violated checks setup timing
## logic make-up after synthesis
group / Yosys count / synth area share, %
compound gates: 5 / 42.6
simple gates: 6 / 52.5
buf+inv: 1 / 4.91
## report_power, final
part           total (W)  leakage, nW  internal, W  switching [W]
logic          0.0000971        0.125    0.0000636      0.0000334
clock network          0            0            0              0
registers              0            0            0              0
total          0.0000971        0.125    0.0000636      0.0000334
## worst paths after layout
check / end / slack [ns] / cells past startpoint / start
setup / recovery: out[2] / -0.05 / 5 / in8
hold / removal: out[0] / 0.72 / 5 / in8
## layout make-up
class,count,area share (%)
timing repair buffer,18,48.2
multi-input combinational,11,32.3
tap,46,18.3
inverter,1,1.20
## stage by stage
step	area (um^2)	hold slack [ns]	utilization [%]
2_1_floorplan	76.3	0.433	-
3_3_place_gp	272	1.37	7.95
3_5_place_dp	272	1.37	7.95
4_1_cts	297	0.648	8.68
5_1_grt	314	0.741	9.19
6_report	314	0.722	9.19
## cell usage after synthesis
master   n  area share, %
nor3_1   1            6.6
or2_4    1             11
o31ai_2  1             16
nor2_1   2            9.8
o21ai_0  1            6.6
nor2b_1  1            8.2
nor3b_2  1             16
inv_1    1            4.9
a21oi_1  3             20
## what timing repair did
action | 4_1_cts | 5_1_grt
resized | 54 | 2
gates cloned | 0 | 0
buffers inserted | 3 | 1
setup endpoints to repair | 4 | 3
pin swaps | 6 | 4
## layer usage
layer | global-route usage, % | vias up | share of wire [%]
met1 | 2.11 | 64 | 55
met3 | 0.455 | 0 | 13
met5 | 0 | - | 0
li1 | - | 81 | -
met2 | 1.77 | 12 | 32
met4 | 0 | 0 | 0
Power and IR drop assume default switching activity.

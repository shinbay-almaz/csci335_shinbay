### design/flow/config.mk
export PLATFORM = sky130hd
export DESIGN_NAME = mux
export DESIGN_NICKNAME = mux
export VERILOG_FILES = /design/flow/design.v
export SDC_FILE = /design/flow/constraint.sdc
export NUM_CORES = 4
export LEC_CHECK = 1
export CORE_AREA = 10 10 91 91
export DIE_AREA = 0 0 101 101
### design/flow/constraint.sdc
current_design mux

set clk_period 4.4
set clk_io_pct 0.2

create_clock -name clk0 -period $clk_period

set non_clock_inputs [all_inputs -no_clocks]
set_input_delay [expr $clk_period * $clk_io_pct] -clock clk0 $non_clock_inputs
set_output_delay [expr $clk_period * $clk_io_pct] -clock clk0 [all_outputs]
### design/flow/design.v
module mux (
  input [15:0] in0,
  input [15:0] in1,
  input [15:0] in2,
  input [15:0] in3,
  input [15:0] in4,
  input [15:0] in5,
  input [15:0] in6,
  input [15:0] in7,
  input [15:0] in8,
  input [3:0] mux_sel,
  output reg [15:0] out
);
  always @ (*) begin
    case (mux_sel) 
      4'd0: out = in0;
      4'd1: out = in1;
      4'd2: out = in2;
      4'd3: out = in3;
      4'd4: out = in4;
      4'd5: out = in5;
      4'd6: out = in6;
      4'd7: out = in7;
      4'd8: out = in8;
      default: out = 16'd0;
    endcase
  end
endmodule
### design/flow/run.sh
#!/bin/bash
# OpenROAD 26Q1-2900-gdf79404cd8, Yosys 0.63+post, stock flow scripts
make -C /OpenROAD-flow-scripts/flow DESIGN_CONFIG=/design/flow/config.mk WORK_HOME=/design/flow/orfs finish
==> impl_metrics.ini <==
; yosys + openroad results
[synth]
synthMuxAreaShare = 0.306
most_common_cell = sky130_fd_sc_hd__mux2i_1
area_of_the_mapped_netlist_mm2 = 0.00131
topCellsByArea = sky130_fd_sc_hd__mux2i_1 (17%), sky130_fd_sc_hd__a22oi_1 (11%), sky130_fd_sc_hd__a21oi_1 (6.9%)
synth_top_cell_by_area = sky130_fd_sc_hd__mux2i_1
ys.warnings.count = 1
ys_sh_simple = 0.228
top_cells_by_count = sky130_fd_sc_hd__mux2i_1 (22), sky130_fd_sc_hd__a22oi_1 (20), sky130_fd_sc_hd__a21oi_1 (18)
synth.avg_cell_area_um2 = 7.97
synthesis.instances = 164
adder_share = 0
main_logic_family = AND-OR/OR-AND gates
yosysCellCount = 164
largest_type_area_fraction = 0.168
yosys-stat-area_mm2 = 0.00131
synth_cell_types = 32
synth.yosys.seq_area_share = 0
synthAoiAreaFrac = 0.369
ys_sh_xor = 0

[worst_setup_path]
critical_path.slowest_cell = sky130_fd_sc_hd__clkdlybuf4s50_1
worst_path_largest_cell_delay_ns = 0.65
critical_path.endpoint_type = output port
timing.critical_path.from_type = primary input
cp_max_fo = 12
cp_cell_sequence = clkdlybuf4s50_1 -> or3b_1 -> o22ai_1 -> a221oi_1 -> a21oi_1 -> clkdlybuf4s50_1
critical_path_arrival_ns = 3.17
timing_worst_setup_path_type = primary input to output port
worstPathRequired_ns = 3.52
timing.critical_path.mode_cell = sky130_fd_sc_hd__clkdlybuf4s50_1

[routing]
diodes = 0
route.detailed.vias_per_inst = 4.93
antenna_left = 0
first_pass_iters = 4
avgRoutedWirePerCell_um = 18.8
drc = 0
vias = 1948
detail_route.iter0.violations = 44
drt_wl_total_um = 7430

[worst_hold_path]
hold-path-cell-count = 4
timing.hold.worst.start = mux_sel[2]
hold-path-endpoint = out[2]
hold_path.class = primary input to output port

[clock_network]
cts_resized = 0
postCtsSetupBuffers = 0
cts_hold_repair.buffers = 0

[floorplanning]
fp.coreArea_mm2 = 0.00635
chip_area_mm2 = 0.0102
fp_util = 0.206
row_cnt = 29
dieWidth_um = 101
die_height_um = 101
io-pin-count = 164

[power]
p_leak_nw = 1.08
power_per_cell_area_mw_per_mm2 = 90.1
peakVddDrop_mv = 0.0451
power.total_w = 0.000269

[timing]
slew_headroom = 0.580
hold_slack_ns = 2.74
finalClockPeriodUsage = 0.921
timing.final.ws_setup_ns = 0.347
final_period_minus_worst_setup_slack_ns = 4.05
worstMarginPinSlew_ns = 0.629
hold_violations = 0
setup-tns-final_ns = 0
slew_violations = 0
rsz_0062_raised_after_global_routing = no
finalSetupViolCount = 0
clock.fmax_mhz = 247

[grt]
grt_max_degree = 25
number_of_global_route_vias_before_repair = 2150
grtUsageMet1 = 0.157
busiest_layer = met2
global_route.usage.met3 = 0.0499
groute.layer.met2.usage = 0.241
globalRoute.totalOverflow = 0
wire_length_of_the_first_global_routing_pass_um = 11100
initial_antenna_violation_count = 0
grtUsageTotal = 0.135

[run]
number_of_max_cap_violations = 0
log.warning_count = 32

[place]
dp_worst_setup_slack_ns = 0.344
numPortBuffers = 164
routabilityCongestion = 0.854
place.detailed.hpwl_um = 6590

[status]
run_status = finished, final reports clean

[finish]
final_layout_size_suffix_gt1_frac = 0.0818
seq_cells = 0
clkbuf_count = 0
area.sequential_um2 = 0
syn2layout_area_growth_pct = 128
## layout by cell type (no fill, tap or decap), drive strengths merged
cell and count:
mux2 8, and2b 1, buf 9, o211ai 2, nand3b 9, nor3 8, or3b 1, o22ai 6
a2111o 2, mux2i 22, a221oi 8, nand2b 8, and2 3, a31oi 4, nor2 8, a32oi 2
nor4b 1, mux4 4, nor2b 5, a22o 4, a22oi 20, clkdlybuf4s50 163, o32a 2, a21oi 18
## per-layer routing
| metal | vias up | part of all wire |
|---|---|---|
| met3 | 2 | 0.10 |
| met4 | 0 | 0.0032 |
| li1 | 980 | - |
| met1 | 875 | 0.40 |
| met5 | - | 0 |
| met2 | 91 | 0.50 |
## how the worst max path moves through the flow
stage                 startpoint     end  depth (start not counted)
after CTS             mux_sel[0]  out[9]                          7
after global routing  mux_sel[0]  out[9]                          7
final                 mux_sel[1]  out[0]                          6
## logic make-up (layout without fill, tap and decap cells)
group,after synthesis,count (layout)
buffers and inverters,18,172
AND/OR/NAND/NOR,44,44
AND-OR/OR-AND,68,68
multiplexers,34,34
## critical path, delay by kind of cell
family                 cells  cell delay (ns)
buffers and inverters      2             1.16
AOI/OAI and AO/OA          3             0.49
and+or+nand+nor            1             0.64
## cell type report
type / count / area (um2)
Multi-Input combinational cell: 146 / 1180
Timing Repair Buffer: 172 / 1710
Tap cell: 77 / 96.3
Fill cell: 617 / 3360
## power by group
group | internal, W | total [W] | switching, W
clock | 0 | 0 | 0
sequential | 0 | 0 | 0
combinational | 0.000191 | 0.000269 | 0.0000780
## through the flow
| step | instance area [um2] | util | instances |
|---|---|---|---|
| after detailed placement | 2990 | 0.470 | 395 |
| final | 2990 | 0.470 | 395 |
| after CTS | 2990 | 0.470 | 395 |
| after global placement | 2990 | 0.470 | 395 |
| after global routing | 2990 | 0.470 | 395 |
| after floorplan | 1310 | - | 164 |
Power is estimated from default activity; no workload was simulated.

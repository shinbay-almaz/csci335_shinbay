--- design/flow/constraint.sdc ---
current_design alu

set clk_period 8.2
set clk_io_pct 0.2

create_clock -name clk0 -period $clk_period

set non_clock_inputs [all_inputs -no_clocks]
set_input_delay [expr $clk_period * $clk_io_pct] -clock clk0 $non_clock_inputs
set_output_delay [expr $clk_period * $clk_io_pct] -clock clk0 [all_outputs]
--- design/flow/design.v ---
module Arithmetic (
  input wire carry_in,        
  input wire [15:0] in_a,     
  input wire [15:0] in_b,     
  input wire [3:0] select,    
  output reg carry_out,       
  output wire compare,        
  output reg [15:0] ar_out    
);
always @(*) begin
    ar_out = 16'b0000000000000000;
    carry_out = 1'b0;
    compare = (in_a == in_b);
    case ({carry_in, select})
        {1'b0, 4'b0000}: {carry_out, ar_out} = in_a;                                             
        {1'b0, 4'b0001}: ar_out = in_a | in_b;                                                   
        {1'b0, 4'b0010}: ar_out = in_a | ~in_b;                                                  
        {1'b0, 4'b0011}: ar_out = 16'hFFFF;                                                      
        {1'b0, 4'b0100}: ar_out = (in_a | (in_a & ~in_b));                                       
        {1'b0, 4'b0101}: {carry_out, ar_out} = (in_a | in_b) + {1'b0, (in_a & ~in_b)};           
        {1'b0, 4'b0110}: {carry_out, ar_out} = in_a - in_b - 1;                                  
        {1'b0, 4'b0111}: {carry_out, ar_out} = {1'b0, (in_a & ~in_b)} - 1;                       
        {1'b0, 4'b1000}: {carry_out, ar_out} = in_a + (in_a & in_b);                             
        {1'b0, 4'b1001}: {carry_out, ar_out} = in_a + in_b;                                      
        {1'b0, 4'b1010}: {carry_out, ar_out} = {1'b0, (in_a | ~in_b)} + (in_a & in_b);           
        {1'b0, 4'b1011}: {carry_out, ar_out} = (in_a & in_b) - 1;                                
        {1'b0, 4'b1100}: {carry_out, ar_out} = in_a + in_a;                                      
        {1'b0, 4'b1101}: {carry_out, ar_out} = (in_a | in_b) + in_a;                             
        {1'b0, 4'b1110}: {carry_out, ar_out} = {1'b0, (in_a | ~in_b)} + in_a;                    
        {1'b0, 4'b1111}: {carry_out, ar_out} = in_a - 1;                                         
        {1'b1, 4'b0000}: {carry_out, ar_out} = in_a + 16'd1;                                     
        {1'b1, 4'b0001}: {carry_out, ar_out} = (in_a | in_b) + 16'd1;                            
        {1'b1, 4'b0010}: {carry_out, ar_out} = (in_a | (16'hFFFF - in_b)) + 16'd1;               
        {1'b1, 4'b0011}: {carry_out, ar_out} = {1'b1, 16'd0};                                    
        {1'b1, 4'b0100}: {carry_out, ar_out} = {1'b0, (in_a | (in_a & ~in_b))} + 16'd1;          
        {1'b1, 4'b0101}: {carry_out, ar_out} = (in_a | in_b) + {1'b0, (in_a & ~in_b)} + 16'd1;   
        {1'b1, 4'b0110}: {carry_out, ar_out} = in_a - in_b;                                      
        {1'b1, 4'b0111}: ar_out = in_a & ~in_b;                                                  
        {1'b1, 4'b1000}: {carry_out, ar_out} = in_a + (in_a & in_b) + 16'd1;                     
        {1'b1, 4'b1001}: {carry_out, ar_out} = in_a + in_b + 16'd1;                              
        {1'b1, 4'b1010}: {carry_out, ar_out} = {1'b0, (in_a | ~in_b)} + (in_a & in_b) + 16'd1;   
        {1'b1, 4'b1011}: ar_out = in_a & in_b;                                                   
        {1'b1, 4'b1100}: {carry_out, ar_out} = in_a + in_a + 16'd1;                              
        {1'b1, 4'b1101}: {carry_out, ar_out} = (in_a | in_b) + in_a + 16'd1;                     
        {1'b1, 4'b1110}: {carry_out, ar_out} = {1'b0, (in_a | ~in_b)} + in_a + 16'd1;            
        {1'b1, 4'b1111}: ar_out = in_a;                                                          
        default: ar_out = 16'b0000000000000000;                                                  
    endcase
 end
endmodule
module Logic (
  input wire [15:0] in_a,      
  input wire [15:0] in_b,      
  input wire [3:0] select,     
  output reg [15:0] logic_out  
);
  always @(*) begin
    case (select)
      4'd0:  logic_out = ~in_a;           
      4'd1:  logic_out = ~(in_a | in_b);  
      4'd2:  logic_out = ~in_a & in_b;    
      4'd3:  logic_out = 16'b0;           
      4'd4:  logic_out = ~(in_a & in_b);  
      4'd5:  logic_out = ~in_b;           
      4'd6:  logic_out = in_a ^ in_b;     
      4'd7:  logic_out = in_a & ~in_b;    
      4'd8:  logic_out = ~in_a | in_b;    
      4'd9:  logic_out = ~(in_a ^ in_b);  
      4'd10: logic_out = in_b;            
      4'd11: logic_out = in_a & in_b;     
      4'd12: logic_out = 16'b1;           
      4'd13: logic_out = in_a | ~in_b;    
      4'd14: logic_out = in_a | in_b;     
      4'd15: logic_out = in_a;            
      default: logic_out = 16'b0;         
    endcase
  end
endmodule
module alu (
  input wire carry_in,           
  input wire [15:0] in_a,        
  input wire [15:0] in_b,        
  input wire [3:0] select,       
  input wire mode,               
  output wire carry_out,         
  output wire compare,           
  output wire [15:0] alu_out     
);
  wire [15:0] ar_out, logic_out;
  Arithmetic ar (
    .carry_in(carry_in),
    .in_a(in_a),
    .in_b(in_b),
    .select(select),
    .carry_out(carry_out),
    .compare(compare),
    .ar_out(ar_out)
  );
  Logic lg (
    .in_a(in_a),
    .in_b(in_b),
    .select(select),
    .logic_out(logic_out)
  );
  assign alu_out = (mode == 1'b0) ? ar_out : logic_out;
endmodule
--- design/flow/config.mk ---
export PLATFORM = sky130hd
export DESIGN_NAME = alu
export DESIGN_NICKNAME = alu
export VERILOG_FILES = /design/flow/design.v
export SDC_FILE = /design/flow/constraint.sdc
export NUM_CORES = 4
export LEC_CHECK = 1
export CORE_UTILIZATION = 50
--- design/flow/run.sh ---
#!/bin/bash
# OpenROAD 26Q1-2900-gdf79404cd8, Yosys 0.63+post, stock flow scripts
make -C /OpenROAD-flow-scripts/flow DESIGN_CONFIG=/design/flow/config.mk WORK_HOME=/design/flow/orfs finish
==> metrics.csv <==
metric;value;unit
status;finished, final reports clean;
end_kind;output pin;
netlist_area;15840;um2
antenna_left;0;
timing.final.crit_period;8.115;ns
wire_per_inst;34.36;um
warnings;131;
gp_congestion;1.218;
setup-violations-final;0;
place_inst;2830;
pre_cts_ws;-0.01836;ns
fin_crit_sh;98.96;%
grt_max_degree;34;
route.detailed.drc;0;
synth_seq_share;0;%
ff_count;0;
maxSlewHeadroom;12.72;%
ys_chip_area;15840;um2
rows;64;
n_fill_cell;3044;
synth_cell_types;105;
crit_buf_inv;3;
top_area_share;10.19;%
cpMaxStageDelayCell;clkdlybuf4s50_1;
grt_pass1_wl;139800;um
p_switching;0.0009306;W
die_area;32400;um2
antenna_found_initial;9;
internal_power;0.0004875;W
leakagePower;6.579;nW
path_cells;clkdlybuf4s50_1, inv_1, ha_1, or2_2, nor4_2, nand3_1, a211oi_4, nor4_1, xor2_1, a221oi_1, nand4_1, a2111oi_2, a31oi_1, clkdlybuf4s50_1;
avgSynthCellArea;6.675;um2
switching_share;65.62;%
place_hpwl;75650;um
multiInputGateArea;14790;um2
first_pass_iters;8;
vias;21880;
critPathLaunchType;input pin;
critical_path_class;in -> out;
cp.arrival;6.47;ns
drive_above_1_share;12.90;%
io_buffers;56;
post-cts-setup-buffer-count;0;
slowest_delay;0.74;ns
fp.coreArea;30910;um2
critPathMaxFanout;12;
crit_required;6.56;ns
die_x;180.0;um
yosys_cells;2373;
grt_setup_unrepaired;no;
worstSetupPathDepth;14;
die_h;180.0;um
hold_class;in -> out;
critPathTopFamily;AND-OR/OR-AND gates;
drtIter0Drc;3901;
vdd_drop_max;0.00004724;V
clkbuf_count;0;
grt.overflow.total;0;
io_pins;56;
topCellsByArea;ha_1 (10%), xnor2_1 (9.5%), xor2_1 (5.0%), nor2_1 (4.6%), nand2_1 (4.6%);
whs_path_depth;6;
grt_pass1_vias;20070;
areaGrowthSynthToFinish;11.39;%
cp_common_cell;clkdlybuf4s50_1;
yosys.area.top_type;ha_1;
hold_violations;0;
fmax;123.2;MHz
tightest_slew;1.296;ns
p_per_area;80.37;nW/um2
fin_cells;2837;
via_per_inst;7.711;
regArea;0;um2
common_cells;nor2_1 (194), nand2_1 (193), xnor2_1 (171);
yosysWarningCount;3;
initial_core_util;51.25;%
max-cap-violations;0;
hold_buffers;0;
grt_usage;60.02;%
routed_wl;97470;um
slew_viol_final;0;
fin_ws;0.08549;ns
most_common_cell;nor2_1;
syn_inst;2373;
==> timing repair <==
action | CTS | global route
gates resized | 1 | 12
hold endpoints to repair | 0 | 0
setup endpoints to repair | 1 | 7
==> layout make-up <==
cell class,count,area share [%]
multi-input combinational,2096,83.82
timing repair buffer,255,11.50
tap,396,2.808
inverter,83,1.766
antenna,7,0.09928
==> routing by layer <==
metal	GRT usage, %	vias to the layer above	wire, um	share of wire, %
li1	-	9063	-	-
met1	68.93	9863	33020	34
met2	79.33	2185	35480	36
met3	32.46	761	16800	17
met4	53.24	4	12100	12
met5	1.926	-	77	0.079
==> worst paths after layout <==
path,from,to,slack (ns)
worst min-delay path,carry_in,alu_out[0],4.48
worst max-delay path,in_b[10],alu_out[15],0.09
==> placed cells by master, fill, tap and decap left out, types with 77 or more instances in the layout <==
cell type | netlist | layout
inv_1 | 77 | 77
nor2_1 | 194 | 194
nand2_1 | 193 | 193
nor3_1 | 79 | 78
ha_1 | 129 | 128
xnor2_1 | 171 | 171
o21ai_0 | 104 | 104
a21oi_1 | 142 | 141
buf_4 | 5 | 199
xor2_1 | 91 | 91
==> per-stage QoR <==
| stage | hold slack, ns | TNS (ns) | util (%) | power (W) | area, um2 |
|---|---|---|---|---|---|
| global route | 4.527 | 0 | 57.04 | 0.001456 | 17630 |
| detailed placement | 4.456 | -0.01836 | 56.80 | 0.001310 | 17560 |
| global placement | 4.470 | -0.02181 | 56.80 | 0.001310 | 17560 |
| floorplan | 3.461 | 0 | - | 0.0008178 | 15840 |
| CTS | 4.467 | 0 | 56.81 | 0.001317 | 17560 |
| finish | 4.485 | 0 | 57.08 | 0.001418 | 17640 |
==> cell families (layout without fill, tap and decap cells) <==
kind of cell    after synthesis  in the layout  synth area share (%)
simple gates                867            867                 28.55
compound gates              768            768                 34.38
buf+inv                     277            338                 7.227
xor+xnor                    270            270                 15.31
fa+ha+maj                   132            132                 10.57
mux                          59             59                 3.957
other cells                   0              7                     0
Power figures rest on the tool's default switching activity, not on a simulated workload.
